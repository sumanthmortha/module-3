File: run.sh
#!/bin/bash
# OpenROAD 26Q1-2900-gdf79404cd8, Yosys 0.63+post, stock flow scripts
make -C /OpenROAD-flow-scripts/flow DESIGN_CONFIG=/design/flow/config.mk WORK_HOME=/design/flow/orfs finish
File: config.mk
export PLATFORM = sky130hd
export DESIGN_NAME = mod3_1
export DESIGN_NICKNAME = mod3_1
export VERILOG_FILES = /design/flow/design.v
export SDC_FILE = /design/flow/constraint.sdc
export NUM_CORES = 4
export LEC_CHECK = 1
export CORE_UTILIZATION = 40
File: constraint.sdc
current_design mod3_1

set clk_period 18.8
set clk_io_pct 0.2

create_clock -name clk0 -period $clk_period [get_ports {clk}]

set non_clock_inputs [all_inputs -no_clocks]
set_input_delay [expr $clk_period * $clk_io_pct] -clock clk0 $non_clock_inputs
set_output_delay [expr $clk_period * $clk_io_pct] -clock clk0 [all_outputs]
File: design.v
`timescale 1ns / 1ps
module mod3_1(
input clk,
input reset_n,
input  signed [22:0]a,     
input  signed [22:0]b,     
input signed [16:0]c,     
output signed [39:0]y
    );
    reg signed [22:0] a1;
    reg signed [22:0] b1;
    reg signed [16:0] c1;
    reg signed [23:0] sum;
    reg signed [39:0]result;
    always@(posedge clk)
    begin
             if(!reset_n)
             begin
             a1<=0;
             b1<=0;
             c1<=0;
             sum <= 0;
             result <=0;
             end
             else begin
             a1<=a;
             b1<=b;
             c1<=c;
             sum <= a1-b1;
            result <= sum * c1;
             end
    end
  assign y = result;
endmodule
==> impl_metrics.toml <==
# yosys + openroad results
[clocking]
clock-sinks = 127
cts_resized = 0
cts_tree = "done"
htree_levels = 4
cts_made_buffers = 17
clkTransAtPathRegs_ns = 0.07
post_cts_buffers = 0
clock_latency_ns = 0.46
cts_hold_buffers = 0
clk_path_buf_depth = 2
cts-root-buf = "clkbuf_16"

[floorplan]
fp_util = 0.4068
row_count = 78
dieArea_um2 = 47210
die_x_um = 217.3
die_y_um = 217.3
io_pins = 105
coreArea_um2 = 45580

[timing]
fin_crit_sh = 0.4040
relSlewSlack = 0.3834
fin_ws_ns = 11.20
finalSetupViolations = 0
maxSlewViolCount = 0
hold_violations = 0
fmax_ghz = 0.1317
grt_setup_unrepaired = "false"
min_period_ns = 7.595
finalSetupTns_ns = 0
worst_pin_slew_ns = 0.9237
clock_skew_ns = 0.01883

[synth]
post_synth_num_cell_types = 59
ys_warn_count = 1
edf_count = 0
synthArstFlopShare = 0
yosysCellCount = 1992
ys_area_um2 = 18540
largest_area_cell = "fa_1"
ys_seq_frac = 0.1371
synthCells = 1992
postSynthAreaPerCell_um2 = 9.307
top_area_frac = 0.4276
flop_cell = "dfxtp_1"
synth_flops = 127
syn-cell-area_um2 = 18540
synthTopCellsByArea = "fa_1 (43%), dfxtp_1 (14%), inv_1 (8.9%), and2_1 (8.4%), ha_1 (8.1%)"

[pwr]
combPwrFrac = 0.709
p_clk_frac = 0.141
vdd_drop_max_v = 0.00009962
internal_power_mw = 1.228
powerDensity_nw_per_um2 = 114.2
power_frac_seq = 0.150
p_leak_nw = 10.24
swShare = 0.4852
power_switching_mw = 1.158

[min_path]
min_path_type = "flip-flop to flip-flop"

[flow_run]
warnings = 25
drv_cap = 0

[routing]
dr.pass1.iters = 4
via_per_inst = 4.790
ant_nets = 0
drtIter0Drc = 414
remaining_drc_errors = 0
wirelength_um = 42590
wl_per_cell_um = 15.85
num_vias = 12871

[placement]
place_hpwl_um = 33590
io_buffers = 104
place_worst_setup_slack_ns = 11.30
place.gp.congestion = 0.9116

[global_routing]
grt_remaining_overflow = 0
track_usage = 0.2108
grt_pass1_vias = 14375
grt_pass1_wl_um = 73150
antenna_found_initial = 0
grt_max_degree = 80

[status]
status = "complete, no violations"

[layout]
lay_top_count = "inv_1"
syn2layout_area_growth_pct = 12.70
layout-drive-gt1-share = 0.03500
fin_util = 0.4584
layout_top_cells = "inv_1 (441), fa_1 (396), and2_1 (249)"

[worst_setup_path]
cp_data_required_time_ns = 19.15
path_class = "flip-flop to flip-flop"
r2r_slack_ns = 11.20
crit_fanout = 17
cp-start-kind = "flip-flop"
end_kind = "flip-flop"
arrival_ns = 7.94
final timing paths:
check             startpoint    endpoint  cells past startpoint
setup / recovery      c1[16]  result[37]                     20
hold / removal         b1[0]      sum[0]                      2
setup reg to reg      c1[16]  result[37]                     20
hold reg to reg        b1[0]      sum[0]                      2
state kept, by name, summed over array words and instances, names as in the netlist:
| signal | count |
|---|---|
| result | 40 |
| sum | 24 |
| b1 | 23 |
| a1 | 23 |
| c1 | 17 |
cells in the mapped netlist (15+ instances only):
library cell / number
nor2_1: 83
nand2_1: 230
xnor2_1: 32
xor2_1: 19
dfxtp_1: 127
o21ai_0: 28
clkbuf_1: 68
and2_1: 249
a21o_1: 15
nor3_1: 21
ha_1: 120
fa_1: 396
a21oi_1: 35
inv_1: 441
o21a_1: 15
worst max-delay path: stages (launching register included):
cell,delay (ns)
dfxtp_1,0.52
clkinv_1,0.66
nor2_1,0.33
fa_1,0.47
fa_1,0.46
fa_1,0.51
fa_1,0.43
fa_1,0.49
inv_1,0.05
fa_1,0.48
inv_1,0.05
ha_1,0.36
nand4_1,0.14
nor3_1,0.66
nand4_1,0.43
nand3_1,0.36
a21oi_2,0.13
a21oi_1,0.34
and2_1,0.21
o21ai_1,0.07
a2111oi_1,0.33
area by class of cell:
type	instances	area (um^2)
antenna	1	2.502
clock inverter	15	186.4
multi-input combinational	1350	14060
timing repair buffer	134	1261
sequential	127	2542
inverter	443	1663
tap	600	750.7
fill	4197	24680
clock buffer	17	425.4
cells by family after synthesis:
group | Yosys count | share of synthesized area
compound gates | 144 | 0.05264
buf+inv | 515 | 0.1043
fa+ha+maj | 516 | 0.5086
mux | 1 | 0.0005399
xor+xnor | 51 | 0.02409
simple gates | 638 | 0.1726
flops | 127 | 0.1371
power groups by stage:
stage	Combinational, mW	Sequential [mW]	Clock (mW)
after CTS	1.71	0.358	0.348
final	1.69	0.358	0.337
after global routing	1.95	0.363	0.361
stage by stage:
stage / area (um^2) / total power, mW / hold WS (ns) / cells
3_3_place_gp: 20280 / 2.043 / 0.5152 / 2654
5_1_grt: 20890 / 2.679 / 0.5531 / 2686
3_5_place_dp: 20280 / 2.055 / 0.5153 / 2654
4_1_cts: 20890 / 2.412 / 0.5260 / 2686
6_report: 20890 / 2.386 / 0.5200 / 2687
2_1_floorplan: 18540 / 1.589 / 0.4783 / 1992
metal layers:
layer	global-route usage	vias up	wire, um
met5	0	-	0
met4	0.04695	0	1143
met3	0.08608	60	3942
met2	0.3286	397	19940
met1	0.2866	6366	17570
li1	-	6048	-
Power figures rest on the tool's default switching activity, not on a simulated workload.
