$ cat /design/flow/design.v
`timescale 1ns / 1ps
module mod3_2_update #(
parameter packet_length = 8,
parameter data_width = 8,
parameter config_k = 3
)
(
input clk,
input reset_n,
input [7:0]input_tdata,
input input_tvalid,
output input_tready,
input input_tlast,
output [7:0]output_tdata,
output output_tvalid,
input output_tready,
output output_tlast
    );
   function integer log2 (input integer depth);
		begin
			for(log2=0; depth>0; log2=log2+1)
				depth = depth >> 1;
		end
	endfunction
    localparam ADDR_width = log2(packet_length) - 1;    
    localparam j_width = log2(config_k) + 1; 
reg [7:0]r_input_tdata;
reg r_input_tlast;
reg [7:0]r_output_tdata;
reg r_output_tvalid;
reg r_output_tlast;
reg r_output_tready;
reg [ADDR_width-1:0]count;
reg [ADDR_width-1:0]r_count;
reg [7:0]mem[config_k+1:0]; 
wire [ADDR_width-1:0]stop;
assign stop = packet_length  - config_k;
  integer i;
  reg [j_width:0]j =0;
    initial begin
    for (i = 0; i <= (config_k+1); i = i + 1) begin
        mem[i] = 8'h00;  
    end
    end
always@(posedge clk)                 
begin
if(!reset_n) count <= 0;
else 
count <= count + 1;
end
always@(posedge clk)                 
begin
if(!reset_n) r_count <= 0;
else 
r_count <= count;
end
always@(posedge clk)               
begin
if(!reset_n)
begin
r_input_tdata <= 0;
r_input_tlast <=0;
end
else begin
                  if(input_tvalid && input_tready && (count<stop)) begin
                  r_input_tdata <= input_tdata + mem[count];
                  r_input_tlast <= 0;
                  end
                  else  begin
                  r_input_tdata <= input_tdata;
                  r_input_tlast <= input_tlast;
                  end                  
end
end
always@(posedge clk)                      
begin
if(input_tvalid && input_tready && (r_count>=stop)) begin
mem[j] <=  r_input_tdata;
end
else mem[j] <= mem[j];
end
always@(posedge clk)                             
begin
if(input_tvalid && input_tready && (r_count>=stop) && (j < config_k-1)) begin
j <= j +1;
end
else j <= 0;
end
always@(posedge clk)                            
begin
if(!reset_n) r_output_tready <= 0;
else r_output_tready <= output_tready;
end
always@(posedge clk)                                       
begin
if(!reset_n)begin 
 r_output_tdata <= 0;
 r_output_tvalid <= 0;
 r_output_tlast <=0;
 end
else begin 
               if (r_output_tready) begin
               r_output_tdata <= r_input_tdata;
               r_output_tvalid <= 1;
               r_output_tlast <= r_input_tlast;
               end
               else begin 
               r_output_tdata <= r_output_tdata;
               r_output_tvalid <= 0;
               r_output_tlast <= r_output_tlast;               
               end
end
end
assign  output_tdata = r_output_tdata;
assign  output_tlast = r_output_tlast;
assign   output_tvalid = r_output_tvalid;
assign   input_tready = output_tready;
endmodule
$ cat /design/flow/run.sh
#!/bin/bash
# OpenROAD 26Q1-2900-gdf79404cd8, Yosys 0.63+post, stock flow scripts
make -C /OpenROAD-flow-scripts/flow DESIGN_CONFIG=/design/flow/config.mk WORK_HOME=/design/flow/orfs finish
$ cat /design/flow/config.mk
export PLATFORM = sky130hd
export DESIGN_NAME = mod3_2_update
export DESIGN_NICKNAME = mod3_2_update
export VERILOG_FILES = /design/flow/design.v
export SDC_FILE = /design/flow/constraint.sdc
export NUM_CORES = 4
export LEC_CHECK = 1
export CORE_UTILIZATION = 30
$ cat /design/flow/constraint.sdc
current_design mod3_2_update

set clk_period 5.5
set clk_io_pct 0.2

create_clock -name clk0 -period $clk_period [get_ports {clk}]

set non_clock_inputs [all_inputs -no_clocks]
set_input_delay [expr $clk_period * $clk_io_pct] -clock clk0 $non_clock_inputs
set_output_delay [expr $clk_period * $clk_io_pct] -clock clk0 [all_outputs]
==> results.yml <==
# physical design summary
floorplanning:
  die_width_um: 101
  io_pins: 24
  initCoreUtil_pct: 31.4
  fp-row-count: 35
  dieArea_um2: 10200
  coreArea_um2: 9370
  die_h_um: 101
routing:
  routed_via_density: 4.54
  drt_iter0_drc: 71
  drcViolationCount: 0
  avgRoutedWirePerCell_um: 14.9
  dr.pass1.iters: 6
  wirelength_mm: 5.55
  insertedDiodeCount: 0
  routed-via-count: 1694
  ant_nets: 0
logic_synthesis:
  ys_ff: 70
  flop_cell: "edfxtp_1"
  fa_ha_area_share_pct: 4.51
  postSynthCellCount: 209
  synthesis.area_um2: 2940
  top_area_cell: "edfxtp_1"
  simple_gate_share_pct: 12.6
  top_area_share_pct: 40.9
  logic_family: "multiplexers"
  ys_cells: 209
  synthArstFlopShare_pct: 0
  ys_sh_aoi_pct: 5.06
  xor_share_pct: 0.894
  ys.warnings.count: 1
  edf_count: 40
  synth-area-yosys_um2: 2940
  avgSynthCellArea_um2: 14.1
  topCellsByArea: "edfxtp_1 41%, dfxtp_1 20%, mux4_2 4.6%, ha_1 3.8%, mux2i_1 3.4%"
  ys_seq_share_pct: 61.3
  synth_cell_types: 45
  synthMuxAreaShare_pct: 13.0
layout:
  lay_top_cells: "40 x edfxtp_1, 30 x dfxtp_1, 23 x clkdlybuf4s50_1"
  drive_above_1_share_pct: 15.2
  layout_top_cell: "edfxtp_1"
  area_delta_synth_final_pct: 20.3
placed_design:
  gp_congestion: 0.806
  preCtsSetupSlack_ns: 2.29
  hpwl_mm: 3.55
  port_buffers: 23
setup_path:
  cp_slowest_stage_delay_ns: 0.53
  crit_slowest_cell: "clkdlybuf4s50_1"
  path_buffers: 2
  cp_max_fo: 5
  cp.arrival_ns: 2.10
  path_class: "in2out"
  crit_path_end_kind: "output port"
  worst_path_most_repeated_cell: "clkdlybuf4s50_1"
  critPathRequiredTime_ns: 4.40
  cpLargestDelayFamily: "buffers and inverters"
  path_cells: "clkdlybuf4s50_1 > clkdlybuf4s50_1"
  start_kind: "primary input"
final_timing:
  fmax_ghz: 0.312
  slew_headroom_pct: 47.5
  setup_slack_ns: 2.30
  setup_viol: 0
  period_used_pct: 58.2
  grt_setup_unrepaired: "no"
  tightest_slew_ns: 0.785
  fin_worst_skew_ns: 0.00937
  min_period_ns: 3.20
  drv_slew: 0
  tns_ns: 0
  finalHoldViolCount: 0
outcome:
  outcome: "finished, final reports clean"
global_routing:
  grt_pass1_vias: 1797
  grt.total_usage_pct: 12.5
  grt_pass1_wl_mm: 9.00
  grt_overflow: 0
  antenna_found_initial: 0
  grt_max_degree: 33
power:
  seq_power_share_pct: 51.5
  pwr-share-comb_pct: 9.2
  p_per_area_nw_per_um2: 324
  p_int_uw: 884
  swShare_pct: 22.8
  power_switching_uw: 261
  irDropWorstVdd_v: 0.000167
  p_leak_nw: 1.25
  clkPwrFrac_pct: 39.3
run:
  maxCapViolations: 0
  tool_warnings: 25
clock_network:
  root_buffer: "clkbuf_8"
  ctsResizeCount: 0
  cts_buffer_depth: 2
  post-cts-setup-buffers: 0
  cts_made_buffers: 9
  holdBufCountCts: 0
  clk_latency_ns: 0.34
  htreeDepth: 3
  cts_tree: "done"
  cts.sinks: 70
  clk_pin_slew_ns: 0.07
hold_path:
  worstHoldPathType: "reg2reg"
per-stage QoR:
| stage | hold slack (ns) | instances | power [mW] | util (%) | instance area [um^2] |
|---|---|---|---|---|---|
| 6_report | 0.447 | 373 | 1.15 | 37.7 | 3540 |
| 5_1_grt | 0.479 | 373 | 1.19 | 37.7 | 3540 |
| 4_1_cts | 0.449 | 373 | 1.16 | 37.7 | 3540 |
| 3_5_place_dp | 0.436 | 357 | 0.707 | 35.4 | 3320 |
| 3_3_place_gp | 0.428 | 357 | 0.706 | 35.4 | 3320 |
| 2_1_floorplan | 0.400 | 209 | 0.670 | - | 2940 |
per-layer routing:
layer  part of all wire, %  routed length [um]  global-route usage [%]
met3                   6.1                 339                    5.36
met1                    46                2560                    17.5
met5                     0                   0                       0
met2                    46                2550                    19.2
met4                   1.7                  95                    2.34
registers in the layout, summed over array words and instances (netlist names):
signal           count
mem                 40
r_input_tdata        8
r_output_tdata       8
j                    4
count                3
r_count              3
r_input_tlast        1
r_output_tlast       1
r_output_tready      1
r_output_tvalid      1
final cells by class:
class	count	area, um^2
Fill cell	899	5840
Inverter	4	15.0
Multi-Input combinational cell	125	1060
Timing Repair Buffer	29	275
Clock inverter	7	96.3
Tap cell	129	161
Sequential cell	70	1800
Clock buffer	9	124
kinds of logic after synthesis:
logic type / count (synthesis)
AOI/OAI and AO/OA: 21
xor gates and xnor gates: 3
adders and majority gates: 10
buffers and inverters: 14
DFF: 70
muxes: 25
other: 1
and+or+nand+nor: 65
final timing paths:
check / startpoint / endpoint / slack [ns] / depth (start not counted)
max reg2reg: count[0] / r_input_tdata[4] / 2.51 / 11
min reg2reg: j[3] / j[0] / 0.45 / 1
max: output_tready / input_tready / 2.30 / 2
min: j[3] / j[0] / 0.45 / 1
worst reg2reg max path, delay by kind of cell, from the launching register on:
family	cells	cell delay, ns
and+or+nand+nor	2	0.24
muxes	2	0.84
buffers and inverters	2	0.32
DFF	1	0.44
AOI/OAI and AO/OA	3	0.70
adders and majority gates	2	0.39
cell usage after synthesis, drive strengths merged (2+ instances only):
cell	n
nor3b	2
nor2	3
clkbuf	6
inv	4
nor3	4
xnor2	2
and3	2
edfxtp	40
mux2	6
buf	4
mux2i	10
and2	11
o21ai	4
o211ai	2
ha	9
nand2	14
o2111ai	2
o21a	3
a21oi	5
nor2b	15
nand3	6
dfxtp	30
mux4	9
nor4	2
power groups by stage:
stage | Combinational [mW] | Sequential [mW] | Clock (mW)
CTS | 0.107 | 0.590 | 0.464
global route | 0.118 | 0.593 | 0.483
finish | 0.106 | 0.589 | 0.450
No activity file was given, so power comes from the tool's default toggle rates.
